## design.v

```verilog
module bullet_control(
							 input 			clk,
							 input 			resetn,
							 input 			player_delay,
							 input 			busy,
							 input space,
							 input enable,
							 input isbullet,
							 output reg ld_x,
							 output reg ld_y,
							 output reg ld_alu_out,
							 output reg alu_select,
							 output reg alu_op,
							 output reg ld_next,
							 output reg writeEn,
							 output reg is_color
							 );
	 localparam
		 S_WAIT = 5'd0,  
		 S_ERASE = 5'd1,  
		 S_LOAD = 5'd2,  
		 S_DRAW = 5'd3,  
		 S_FINAL = 5'd31;
	 reg [4:0] 							pcs, pns;  
	 reg [3:0] 							player_drawer, player_eraser = 4'b0;
	 always @(*)
						 begin: state_table
								if (pcs == S_WAIT)
									pns = (((~space && ~enable) || (player_delay && enable)) && isbullet) ? S_ERASE : S_WAIT;
								else if (pcs == S_ERASE && player_eraser < 4'd12)
									pns = S_ERASE;
								else if (pcs == S_ERASE && player_eraser == 4'd12)
									pns = S_LOAD;
								else if (pcs == S_LOAD)
									pns = S_DRAW;
								else if (pcs == S_DRAW && player_drawer < 4'd12)
									pns = S_DRAW;
								else if (pcs == S_DRAW && player_drawer == 4'd12)
									pns = S_WAIT; 
								else 
									pns = S_WAIT;
						 end  
	 always @(*) begin
			ld_x = 1'b0;
			ld_y = 1'b0;
			ld_alu_out = 1'b0;
			alu_select = 1'b0;
			alu_op = 1'b0;
			ld_next = 1'b0; 
			writeEn = 1'b0;
			is_color = 1'b0; 
			if (pcs == S_WAIT) begin
				 ld_x = 1'b1;
				 ld_y = 1'b1;
			end
			else if (pcs == S_ERASE) begin 
				 writeEn = 1'b1;
				 if (player_eraser != 4'b0000 && player_eraser != 4'd12)begin
						ld_alu_out = 1'b1;
						if (player_eraser[1:0] == 2'b00)begin
							 ld_x = 1'b1;
						end
						else if (player_eraser[3:2] == 2'b00 || player_eraser[3:2] == 2'b10)begin
							 ld_y = 1'b1;
							 alu_select = 1'b1; 
						end
						else if (player_eraser[3:2] == 2'b01)begin
							 ld_y = 1'b1;
							 alu_select = 1'b1;
							 alu_op = 1'b1; 
						end
				 end
			end  
			else if (pcs == S_LOAD) begin
				 writeEn = 1'b1; 
				 ld_next = 1'b1;
			end
			else if (pcs == S_DRAW) begin
				 writeEn = 1'b1;
				 is_color = 1'b1;
				 if (player_drawer == 4'b0)begin
						ld_x = 1'b1;
						ld_y = 1'b1;
				 end 
				 else if (player_drawer != 4'd12)begin
						ld_alu_out = 1'b1;
						if (player_drawer[1:0] == 2'b00)begin
							 ld_x = 1'b1;
						end
						else if (player_drawer[3:2] == 2'b00 || player_drawer[3:2] == 2'b10)begin
							 ld_y = 1'b1;
							 alu_select = 1'b1; 
						end
						else if (player_drawer[3:2] == 2'b01)begin
							 ld_y = 1'b1;
							 alu_select = 1'b1;
							 alu_op = 1'b1; 
						end
				 end
			end  
	 end  
	 always @(posedge clk) begin
			if (!resetn)
				begin
					 pcs <= S_WAIT;
					 player_drawer <= 4'd0;
					 player_eraser <= 4'd0; 
				end
			else begin 
				 if (pcs == S_ERASE)
					 player_eraser <= player_eraser + 1;
				 else if (pcs == S_DRAW)
					 player_drawer <= player_drawer + 1;
				 else if (pcs == S_WAIT) begin
						player_eraser <= 4'd0;
						player_drawer <= 4'd0; 
				 end
				 pcs <= pns;
			end  
	 end
endmodule  
module bullet_datapath(
								input 					 clk,
								input 					 resetn,
								input [7:0] 		 x_in,
								input [6:0] 		 y_in,
								input 					 ld_x, ld_y,
								input ld_alu_out, 
								input alu_select,
								input alu_op,
								input [2:0] color_in,
								input is_color,
								output reg [7:0] x_out,
								output reg [6:0] y_out,
								output [2:0] color_out,
								output reg bullet_enable
								);
	 reg [7:0] 										 alu_in;
	 reg [7:0] 										 alu_out;
	 assign color_out = is_color ? color_in : 3'b000;
	 always @(posedge clk) begin
			if (!resetn) begin
				 x_out <= x_in;
				 y_out <= y_in; 
			end
			else begin
				 if (ld_x)
					 x_out <= ld_alu_out ? alu_out : x_in;
				 if (ld_y)
					 y_out <= ld_alu_out ? alu_out : y_in; 
			end
	 end  
	 always @(*) begin
			if (alu_select == 1'b0)
				alu_in = x_out;
			else
				alu_in = {1'b0,y_out}; 
	 end  
	 always @(*) begin: ALU
			bullet_enable = y_out < 7'd118;
			case(alu_op)
				1'b0: alu_out = alu_in + 1;
				1'b1: alu_out = alu_in - 1; 
				default: alu_out = 8'd0;
			endcase  
	 end
endmodule
```

## run.sh

```bash
#!/bin/bash
# OpenROAD 26Q1-2900-gdf79404cd8, Yosys 0.63+post, stock flow scripts
make -C /OpenROAD-flow-scripts/flow DESIGN_CONFIG=/design/flow/config.mk WORK_HOME=/design/flow/orfs finish
```

## config.mk

```make
export PLATFORM = sky130hd
export DESIGN_NAME = bullet_control
export DESIGN_NICKNAME = bullet_control
export VERILOG_FILES = /design/flow/design.v
export SDC_FILE = /design/flow/constraint.sdc
export NUM_CORES = 4
export LEC_CHECK = 1
export CORE_AREA = 10 10 80 80
export DIE_AREA = 0 0 90 90
```

## constraint.sdc

```tcl
current_design bullet_control

set clk_period 3.4
set clk_io_pct 0.2

create_clock -name clk0 -period $clk_period [get_ports {clk}]

set non_clock_inputs [all_inputs -no_clocks]
set_input_delay [expr $clk_period * $clk_io_pct] -clock clk0 $non_clock_inputs
set_output_delay [expr $clk_period * $clk_io_pct] -clock clk0 [all_outputs]
```

==> impl_metrics.json <==
{
  "clkSinkCount": 12,
  "viasPerCell": 4.11,
  "clkTransAtPathRegs_ps": 60,
  "antenna_left": 0,
  "placed_cell_area_um2": 960,
  "synthAoiAreaFrac": 0.208,
  "avgSynthCellArea_um2": 7.59,
  "ys_seq_share": 0.304,
  "clk_latency_ps": 240,
  "antenna_found_initial": 0,
  "rsz0062_at_grt": "false",
  "async_reset_ff_frac": 0,
  "cellPowerDensity_mw_per_mm2": 336,
  "ys_cells": 104,
  "top_logic_kind": "simple AND/OR/NAND/NOR gates",
  "cts_hold_buf": 0,
  "netlist_top_cells_count": "12 x dfxtp_1, 9 x nand2_1, 9 x nor2_1, 8 x inv_1, 8 x nand3_1",
  "postLayoutCellArea_mm2": 0.00101,
  "ys_ff": 12,
  "track_usage": 0.0463,
  "finalClockPeriodUsage": 0.827,
  "hp-class": "register to register",
  "post-cts-setup-buffers": 0,
  "setup_viol": 0,
  "dp_slack_ps": 830,
  "worst_pin_slew_ps": 681,
  "cts-root-buf": "clkbuf_8",
  "ys_warn_count": 1,
  "wl_met1_um": 1030,
  "rows": 25,
  "simple_gate_area_frac": 0.293,
  "wl_per_cell_um": 10.4,
  "grt.overflow.total": 0,
  "grt_pass1_vias": 727,
  "numCtsBuffers": 3,
  "drtIter0Drc": 69,
  "wl_met2_um": 767,
  "tns_ps": 0,
  "worstSetupPathType": "register to output pin",
  "yosys-top-cells-area": "dfxtp_1 30%, ha_1 7.9%, nand3_1 5.1%",
  "ctsResizeCount": 0,
  "drive_gt1_frac": 0.0442,
  "max_freq_ghz": 0.356,
  "dp_hpwl_um": 1370,
  "leakagePower_nw": 0.337,
  "layout_setup_ws_ps": 589,
  "warnings": 29,
  "clock_skew_ps": 5.10,
  "wl_met3_um": 44,
  "chipArea_mm2": 0.00810,
  "adder_share": 0.0792,
  "ys_sh_xor": 0.0222,
  "edf_count": 0,
  "firstDrtPassIters": 3,
  "synth.top_cell.area_share": 0.304,
  "syn-cell-area_um2": 790,
  "cp.arrival_ps": 2130,
  "io_pins": 15,
  "synth.largest_area_cell": "dfxtp_1",
  "die_w_um": 90,
  "slew_headroom": 0.545,
  "die_h_um": 90,
  "dr.max_layer_used": "met4",
  "drv_cap": 0,
  "clk_path_buf_depth": 2,
  "synthFlopType": "dfxtp_1",
  "irDropWorstVdd_uv": 129,
  "route.detailed.drc": 0,
  "cp.required_ps": 2720,
  "portBuffers": 13,
  "nFillCells": 519,
  "top_cell": "dfxtp_1",
  "area_delta_synth_final_pct": 28.5,
  "critPathLaunchType": "register",
  "final_max_slew_viol_count": 0,
  "grt_max_degree": 22,
  "outcome": "completed",
  "wirelength_um": 1870,
  "reg2regPathDepth": 3,
  "grt_pass1_wl_um": 3280,
  "endpoint_kind": "output pin",
  "dr_total_vias": 740,
  "antenna_cells": 0,
  "fin_hold_ws_ps": 521,
  "synth_chip_area_um2": 790,
  "cts_tree": "yes",
  "mux_area_frac": 0,
  "core_area_mm2": 0.00472,
  "synthCells": 104,
  "fp_util": 0.167,
  "h-tree-depth": 1,
  "gp_congestion": 0.831,
  "path_max_fanout": 21,
  "yosysUniqueCellTypes": 36,
  "period_needed_ps": 2810,
  "hold_depth": 2,
  "finalHoldViolations": 0
}
==> critical path, stage by stage (launching register included) <==
cell and delay [ps]:
dfxtp_1 750, inv_1 280, o31ai_1 340, clkdlybuf4s50_1 510
==> per-stage QoR <==
step           utilization  power, mW  std cells
6_report             0.215      0.341        180
2_1_floorplan            -      0.172        104
3_5_place_dp         0.203      0.187        176
4_1_cts              0.215      0.343        180
3_3_place_gp         0.203      0.187        176
5_1_grt              0.215      0.360        180
==> placed cells by master (no fill, tap or decap), drive strengths merged, types with 2 or more instances in the layout <==
cell	instances
clkdlybuf4s50	13
dfxtp	12
nand2	9
nor2	9
nand3	9
inv	8
a21oi	7
o21ai	6
ha	5
nor3b	4
a31oi	4
clkbuf	4
xor2	2
nand2b	2
a311oi	2
==> area by class of cell <==
type                       instances  area, um2  area share
clock buffer                       4       55.1      0.0543
inverter                           8       30.0      0.0296
multi-input combinational         76        475       0.469
sequential                        12        240       0.237
tap                               67       83.8      0.0826
timing repair buffer              13        130       0.128
==> cells by family after synthesis <==
group           after synthesis
buf+inv                      16
compound gates               26
simple gates                 43
flops                        12
fa+ha+maj                     5
xor+xnor                      2
==> per-layer routing <==
| metal | vias to the layer above | track usage |
|---|---|---|
| met5 | - | 0 |
| met4 | 0 | 0.0106 |
| met3 | 2 | 0.00838 |
| met2 | 13 | 0.0642 |
| met1 | 336 | 0.0717 |
| li1 | 389 | - |
==> flip-flops by register name, indices dropped and copies added (netlist names) <==
signal	count
player_eraser	4
pcs	4
player_drawer	4
==> final timing paths <==
kind | startpoint | endpoint | slack, ps
setup / recovery | pcs[2] | ld_alu_out | 590
hold / removal | player_eraser[0] | player_eraser[0] | 520
setup reg to reg | pcs[2] | pcs[0] | 1890
hold reg to reg | player_eraser[0] | player_eraser[0] | 520
==> power by group <==
part / switching, mW / internal (mW) / total (mW)
sequential: 0.00947 / 0.143 / 0.153
combinational: 0.0150 / 0.0163 / 0.0313
clock: 0.0543 / 0.102 / 0.157
total: 0.0788 / 0.262 / 0.341
Power figures rest on the tool's default switching activity, not on a simulated workload.
