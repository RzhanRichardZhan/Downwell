## flow/config.mk

```make
export PLATFORM = sky130hd
export DESIGN_NAME = wall_control
export DESIGN_NICKNAME = wall_control
export VERILOG_FILES = /design/flow/design.v
export SDC_FILE = /design/flow/constraint.sdc
export NUM_CORES = 4
export LEC_CHECK = 1
export CORE_UTILIZATION = 40
```

## flow/constraint.sdc

```tcl
current_design wall_control

set clk_period 4.0
set clk_io_pct 0.2

create_clock -name clk0 -period $clk_period [get_ports {clk}]

set non_clock_inputs [all_inputs -no_clocks]
set_input_delay [expr $clk_period * $clk_io_pct] -clock clk0 $non_clock_inputs
set_output_delay [expr $clk_period * $clk_io_pct] -clock clk0 [all_outputs]
```

## flow/design.v

```verilog
module wall_control(
										input 		 clk,
										input 		 resetn,
										input 		 wall_delay, 
										output reg ld_x,
										output reg ld_y,
										output reg ld_alu_out,
										output reg alu_select,
										output reg alu_op,
										output reg writeEn,
										output reg is_color
										);
	 localparam
		 S0 = 5'd0,
		 S1_WAIT = 5'd6,
		 S1 = 5'd1,
		 S2_WAIT = 5'd7,
		 S2 = 5'd2,
		 S3_WAIT = 5'd8,
		 S3 = 5'd3, 
		 S4_WAIT = 5'd9,
		 S4 = 5'd4,
		 S5_WAIT = 5'd10,
		 S5 = 5'd5;
	 reg [4:0] 									 cs, ns;
	 reg [6:0] 									 draw_1, draw_2, draw_3, draw_4, draw_5;
	 always @(*)
		 begin: state_table
				if (cs == S1_WAIT)
					ns = wall_delay ? S1 : S1_WAIT; 
				else if (cs == S1 && draw_1 < 7'd119)
					ns = S1;
				else if (cs == S1 && draw_1 == 7'd119)
					ns = S2_WAIT;
				else if (cs == S2_WAIT)
					ns = wall_delay ? S2 : S2_WAIT;
				else if (cs == S2 && draw_2 < 7'd119)
					ns = S2;
				else if (cs == S2 && draw_2 == 7'd119)
					ns = S3_WAIT;
				else if (cs == S3_WAIT)
					ns = wall_delay ? S3 : S3_WAIT;
				else if (cs == S3 && draw_3 < 7'd119)
					ns = S3;
				else if (cs == S3 && draw_3 == 7'd119)
					ns = S4_WAIT;
				else if (cs == S4_WAIT)
					ns = wall_delay ? S4 : S4_WAIT;
				else if (cs == S4 && draw_4 < 7'd119)
					ns = S4;
				else if (cs == S4 && draw_4 == 7'd119)
					ns = S5_WAIT;
				else if (cs == S5_WAIT)
					ns = wall_delay ? S5 : S5_WAIT;
				else if (cs == S5 && draw_5 < 7'd119)
					ns = S5;
				else if (cs == S5 && draw_5 == 7'd119)
										ns = S1_WAIT; 
		 end  
	 always @(*) begin
			ld_x = 1'b0;
			ld_y = 1'b0;
			ld_alu_out = 1'b0;
			alu_select = 1'b0;
			alu_op = 1'b0;
			writeEn = 1'b0;
			is_color = 1'b0; 
			if (cs == S0) begin
				 ld_x = 1'b1;
				 ld_y = 1'b1;
			end
			else if (cs == S1) begin
				 writeEn = 1'b1;
				 is_color = draw_1[2];
				 ld_y = 1'b1;
				 ld_alu_out = 1'b1;
				 alu_select = 1'b1;
			end
			else if (cs == S2) begin
				 writeEn = 1'b1;
				 is_color = (draw_2[2] && ~(draw_2[1] && draw_2[0])) || (~draw_2[2] && draw_2[1] && draw_2[0]);
				 ld_y = 1'b1;
				 ld_alu_out = 1'b1;
				 alu_select = 1'b1;
				 if (draw_2 == 7'd0) begin
						ld_x = 1'b1;
						ld_y = 1'b1;
						ld_alu_out = 1'b0; 
				 end
			end
			else if (cs == S3) begin
				 writeEn = 1'b1;
				 is_color = (draw_3[2] && ~draw_3[1]) || (~draw_3[2] && draw_3[1]);
				 ld_y = 1'b1;
				 ld_alu_out = 1'b1;
				 alu_select = 1'b1;
				 if (draw_3 == 7'd0) begin
						ld_x = 1'b1;
						ld_y = 1'b1;
						ld_alu_out = 1'b0; 
				 end
			end
			else if (cs == S4) begin
				 writeEn = 1'b1;
				 is_color = (draw_4[2] && ~draw_4[1] && ~draw_4[0]) || (~draw_4[2] && (draw_4[1] || draw_4[0]));
				 ld_y = 1'b1;
				 ld_alu_out = 1'b1;
				 alu_select = 1'b1;
				 if (draw_4 == 7'd0) begin
						ld_x = 1'b1;
						ld_y = 1'b1;
						ld_alu_out = 1'b0; 
				 end
			end
			else if (cs == S5) begin
				 writeEn = 1'b1;
				 is_color = ~draw_5[2]; 
				 ld_y = 1'b1;
				 ld_alu_out = 1'b1;
				 alu_select = 1'b1;
				 if (draw_5 == 7'd0) begin
						ld_x = 1'b1;
						ld_y = 1'b1;
						ld_alu_out = 1'b0; 
				 end
			end
	 end  
	 always @(posedge clk) begin
			if (!resetn)
				begin
					 cs <= S1_WAIT;
					 draw_1 <= 7'd0;
					 draw_2 <= 7'd0;
					 draw_3 <= 7'd0;
					 draw_4 <= 7'd0;
					 draw_5 <= 7'd0;
				end
			else begin
				 if (cs == S1)
					 draw_1 <= draw_1 + 1;
				 else if (cs == S2)
					 draw_2 <= draw_2 + 1; 
				 else if (cs == S3)
					 draw_3 <= draw_3 + 1;	
				 else if (cs == S4)
					 draw_4 <= draw_4 + 1; 
				 else if (cs == S5)
					 draw_5 <= draw_5 + 1;
				 else if (cs == S1_WAIT) begin
						draw_1 <= 7'd0;
						draw_2 <= 7'd0;
						draw_3 <= 7'd0;
						draw_4 <= 7'd0;
						draw_5 <= 7'd0;
				 end
				 cs <= ns; 
			end  
	 end
endmodule
```

## flow/run.sh

```bash
#!/bin/bash
# OpenROAD 26Q1-2900-gdf79404cd8, Yosys 0.63+post, stock flow scripts
make -C /OpenROAD-flow-scripts/flow DESIGN_CONFIG=/design/flow/config.mk WORK_HOME=/design/flow/orfs finish
```

==> results_dict.tcl <==
# implementation run metrics
set metrics [dict create \
    status "finished, violations left" \
    violations "design-rule violations" \
    path_max_fanout 25 \
    maxSlewViolCount 0 \
    floorplan.core_util_pct 41.8 \
    max_cap_violations 0 \
    worstMarginPinSlew_ps 758 \
    num_antenna_cells 0 \
    use_met3_pct 2.61 \
    path_buffers 2 \
    unconstrained_endpoints 4 \
    swShare_pct 24.3 \
    route.antenna.remaining_nets 0 \
    synth-edff-count 0 \
    grt_max_degree 26 \
    place_inst 411 \
    holdWs_ps 508 \
    ctsResizeCount 0 \
    crit_family "buffers and inverters" \
    drt-total-wl_um 6080 \
    vias_per_cell 5.71 \
    path_clk_slew_ps 80 \
    worst_setup_path_end_kind "primary output" \
    worst-r2r-cell-count 6 \
    relSlewSlack_pct 48.7 \
    die_x_um 83.9 \
    num-fill-cells 633 \
    finalHoldViolations 0 \
    cp-start-kind "flip-flop" \
    die-area_sq_mm 0.00704 \
    yosys_most_used_dff "dfxtp_1" \
    min_path_type "flip-flop to flip-flop" \
    setup_slack_ps 755 \
    p_clk_share_pct 37.5 \
    routed-via-count 2388 \
    cts_buffers 5 \
    synth_cells 346 \
    unclocked_pins 4 \
    max_freq_mhz 308 \
    switchingPower_uw 177 \
    drt_iter0_drc 155 \
    synth_warnings 1 \
    pre_cts_slack_ps 1070 \
    area_growth_pct 6.43 \
    leakagePower_nw 1.04 \
    rows 29 \
    grt_usage_pct 18.4 \
    tns_ps 0 \
    clock_path_buffers 2 \
    drt_pass1_iterations 46 \
    critPathRequiredTime_ps 3200 \
    io_pins 10 \
    dp_hpwl_um 4370 \
    min_period_ps 3240 \
    rsz0062_at_grt "no" \
    p_per_area_mw_per_mm2 255 \
    ys_seq_elements 43 \
    cts_max_level 2 \
    critical_path_depth 4 \
    root_buffer "clkbuf_8" \
    cp_slowest_cell "dfxtp_1" \
    drive_gt1_share_pct 4.99 \
    die.size.y_um 83.9 \
    netlist_area_sq_mm 0.00269 \
    grt-busiest-layer "met1" \
    cts_setup_buffers 0 \
    grt_pass1_wl_um 10400 \
    worst-setup-path-type "flip-flop to primary output" \
    holdPathStages 2 \
    async_flop_share_pct 0 \
    antenna_found_initial 0 \
    tritoncts "built" \
    avgSynthCellArea_sq_um 7.76 \
    finalWeightedCongestion 0.929 \
    postCtsHoldBufs 0 \
    yosysChipArea_sq_mm 0.00269 \
    slowest_delay_ps 810 \
    warnings 29 \
    period_used_pct 81.1 \
    seq_power_share_pct 55.0 \
    ys_types 57 \
    grt.overflow.total 0 \
    worstPathArrival_ps 2440 \
    setup_viol 0 \
    portBuffers 8 \
    crit_chain "buf_4, o311ai_0, a221oi_1, clkdlybuf4s50_1" \
    instances_no_fill 418 \
    post-route-util_pct 44.5 \
    intPower_uw 551 \
    use_met1_pct 28.9 \
    p_comb_share_pct 7.6 \
    met2_usage_pct 28.0 \
    ys_cells 346 \
    coreArea_sq_mm 0.00642 \
    drc 2 \
    first_global_vias 2165 \
    finClkSkew_ps 5.96 \
    clkLatencyLatePin_ps 290 \
    wl_per_cell_um 14.5 \
    irDropWorstVdd_mv 0.0935 \
]
[worst paths after layout]
check	startpoint	endpoint	slack (ps)
max	cs[0]$_SDFF_PN0_	is_color	760
min	draw_2[5]$_SDFFE_PN0P_	draw_2[5]$_SDFFE_PN0P_	510
max reg2reg	cs[0]$_SDFF_PN0_	draw_5[4]$_SDFFE_PN0P_	1850
min reg2reg	draw_2[5]$_SDFFE_PN0P_	draw_2[5]$_SDFFE_PN0P_	510
[Yosys cell counts (4+ instances only)]
cell,number,area share [%]
and2_1,8,1.9
dlxtn_1,4,2.2
inv_1,17,2.4
nand3b_1,4,1.1
buf_2,4,0.75
xor2_1,13,4.2
ha_1,11,5.1
nand2_1,35,4.9
dfxtp_1,39,29
nor4_1,8,1.9
nand2b_1,6,1.4
nand4_1,7,1.6
and3_1,9,2.1
nand3_1,20,3.7
nor2b_1,7,1.6
clkbuf_1,11,1.5
a31oi_1,6,1.4
a21oi_1,16,3.0
nor2_1,30,4.2
nor3_1,8,1.5
o21ai_0,17,3.2
[registers in the layout (all words and copies together) (netlist names)]
name	count
draw_3	7
ns	4
draw_1	7
draw_4	7
draw_2	7
cs	4
draw_5	7
[power groups by stage]
stage	clock network, mW	registers (mW)	logic [mW]
5_1_grt	0.298	0.401	0.0621
4_1_cts	0.281	0.400	0.0554
6_report	0.273	0.400	0.0550
[metrics by stage]
step / power, mW / area, sq um
4_1_cts: 0.736 / 2860
3_3_place_gp: 0.464 / 2770
3_5_place_dp: 0.464 / 2770
6_report: 0.728 / 2860
2_1_floorplan: 0.448 / 2690
5_1_grt: 0.761 / 2860
[worst reg2reg max path, stage by stage (launching register included)]
cell	delay, ps
dfxtp_1	810
buf_4	320
nor2b_1	310
o211a_1	270
nand3_1	100
xor2_1	160
nor2_1	50
[cell type report]
cell class	count	area, sq um	share of cell area (%)
inverters	17	63.8	2.23
clock inverters	1	5.00	0.175
clock buffers	6	82.6	2.89
well taps	77	96.3	3.37
repair buffers	10	95.1	3.33
flip-flops and latches	43	841	29.4
multi-input cells	264	1670	58.6
[logic make-up after synthesis]
kind of cell             count (synthesis)  share of synthesized area [%]
latches                                  4                           2.24
multiplexers                             3                           1.16
adder cells (fa/ha/maj)                 11                           5.13
XOR/XNOR                                16                           5.22
AND-OR/OR-AND                           75                           18.2
AND/OR/NAND/NOR                        158                           32.5
buffers and inverters                   39                           6.34
other                                    1                          0.140
flip-flops                              39                           29.1
[cells in the final DEF (no fill, tap or decap), types with 4 or more instances in the layout]
master / n
dlxtn_1: 4
nor3_1: 8
o21ai_0: 17
nand4_1: 7
ha_1: 11
nand3b_1: 4
nand3_1: 20
a21oi_1: 16
xor2_1: 13
clkdlybuf4s50_1: 8
nand2b_1: 6
clkbuf_8: 6
nor2_1: 30
nor4_1: 8
inv_1: 17
and2_1: 8
dfxtp_1: 39
nand2_1: 35
nor2b_1: 7
a31oi_1: 6
and3_1: 9
[routing by layer]
layer	vias to the layer above	wire length, um	share of wire, %
met5	-	0	0
met4	0	58	0.95
met3	6	270	4.4
met2	61	2640	43
met1	1097	3110	51
li1	1224	-	-
No activity file was given, so power comes from the tool's default toggle rates.
